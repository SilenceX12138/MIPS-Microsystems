[flow/run.sh]
#!/bin/bash
# OpenROAD 26Q1-2900-gdf79404cd8, Yosys 0.63+post, stock flow scripts
make -C /OpenROAD-flow-scripts/flow DESIGN_CONFIG=/design/flow/config.mk WORK_HOME=/design/flow/orfs finish
[flow/config.mk]
export PLATFORM = sky130hd
export DESIGN_NAME = Timer
export DESIGN_NICKNAME = Timer
export VERILOG_FILES = /design/flow/design.v
export SDC_FILE = /design/flow/constraint.sdc
export NUM_CORES = 4
export LEC_CHECK = 1
export CORE_UTILIZATION = 40
[flow/constraint.sdc]
current_design Timer

set clk_period 5.9
set clk_io_pct 0.2

create_clock -name clk0 -period $clk_period [get_ports {clk}]

set non_clock_inputs [all_inputs -no_clocks]
set_input_delay [expr $clk_period * $clk_io_pct] -clock clk0 $non_clock_inputs
set_output_delay [expr $clk_period * $clk_io_pct] -clock clk0 [all_outputs]
[flow/design.v]
`timescale 1ns / 1ps
module Timer(clk,reset,ADDR,TimerWe,Din,Dout,IRQ);
    input clk;
    input reset;
    input TimerWe;
	input [31:0] ADDR;
    input [31:0] Din;
    output [31:0] Dout;
    output IRQ;				 
	integer i;
	reg [1:0] state;
	reg [31:0] mem [2:0];
	reg _IRQ;
	wire [3:2] addr;
	wire [31:0] load;
	assign addr=ADDR[3:2];		 
	assign load = addr == 0 ? {28'h0, Din[3:0]} : Din;	 
	assign IRQ = (mem[0][3] && _IRQ);	 
	assign Dout = mem[addr];		
	always @(posedge clk) 
		begin
			if(reset) 
				begin
					state <= 2'b00; 
					for(i = 0; i < 3; i = i+1) mem[i] <= 0;
					_IRQ <= 0;
				end
			else if(TimerWe)	 
				begin
					mem[addr] <= load;
				end
			else 
				begin
					case(state)
						2'b00 :	 
							if(mem[0][0])
								begin
									state <= 2'b01;
									_IRQ <= 1'b0;
								end
						2'b01 :  
							begin
								mem[2] <= mem[1];
								state <= 2'b10;
							end
						2'b10  :  
							if(mem[0][0])
								begin
									if(mem[2] > 1) mem[2] <= mem[2]-1;
									else
										begin
											mem[2] <= 0;
											state <= 2'b11;	 
											_IRQ <= 1'b1;
										end
								end
							else state <= 2'b00;	 
						default : 
							begin
								state <= 2'b00;
								if(mem[0][2:1] == 2'b00) mem[0][0] <= 1'b0;	 
								else _IRQ <= 1'b0;
							end
					endcase
				end
		end
endmodule
==> qor.yml <==
pwr:
  finalPower_mw: 2.37
  p_int_mw: 1.84
  power.leakage_nw: 3.03
  pwr-share-clk_pct: 41.1
  ir_drop_uv: 198
  p_sw_mw: 0.528
  seqPwrFrac_pct: 47.7
  p_per_area_nw_per_um2: 279
  comb_power_share_pct: 11.2
  p_sw_share_pct: 22.3
grt:
  grt-ovfl-total: 0
  grt_pass1_wl_um: 28800
  grtUsageMet3_pct: 11.3
  met2_usage_pct: 35.5
  grt_max_degree: 39
  grt_pass1_vias: 5267
  grt_use_met1_pct: 32.7
  grt-busiest-layer: "met2"
  antenna_found_initial: 0
  grt_usage_pct: 23.3
detailed_routing:
  drc: 0
  dr.first_iter.drc_count: 360
  dr_total_vias: 5229
  drtPass1Iterations: 4
  antenna_cells: 0
  routed_via_density: 5.92
  wl_per_cell_um: 21.1
  drt-total-wl_um: 18600
  drtAntennaViolNets: 0
synthesis:
  synth_cells: 562
  syn_area_per_cell_um2: 12.3
  yosysCellCount: 562
  post-synth-top-area-cell: "edfxtp_1"
  ff_type: "edfxtp_1"
  synth-edff-count: 128
  top_area_share_pct: 55.6
  syn_area_um2: 6910
  area_leaders: "edfxtp_1 (56%), mux4_2 (10%), a21oi_1 (2.5%)"
  ys_types: 53
  ys_chip_area_um2: 6910
  synth-warning-count: 1
  seq_area_frac_synth_pct: 57.1
  ys_ff: 133
  async_reset_ff_share_pct: 0
clock_tree:
  cts_tree: "built"
  clock_latency_ns: 0.41
  clock-sinks: 133
  postCtsResizedCells: 0
  cts_buffer_depth: 2
  hold_buffers: 0
  path_clk_slew_ns: 0.05
  post_cts_buffers: 0
  cts_buffers: 17
  cts_root_buffer: "clkbuf_16"
  cts.htree.levels: 4
critical_path:
  path_max_fanout: 23
  crit_path_end_kind: "output port"
  cp-start-kind: "input pin"
  path_cells: "buf_2 > buf_4 > mux4_2 > clkdlybuf4s50_1"
  critPathMaxStageDelay_ns: 0.60
  cp.required_ns: 4.72
  cp.arrival_ns: 3.21
  crit_slowest_cell: "mux4_2"
  crit_type: "input pin to output port"
floorplanning:
  die_w_um: 133
  die_area_um2: 17800
  rows: 47
  fp.dieH_um: 133
  core_area_um2: 16700
  initCoreUtil_pct: 41.4
  io-pin-count: 100
cells_and_area:
  final_common_cell: "edfxtp_1"
  final_core_util_pct: 50.9
  drive_above_1_share_pct: 14.2
  syn_to_final_growth_pct: 23.0
  layout_top_cells: "edfxtp_1 (128), clkdlybuf4s50_1 (67), nor2_1 (42)"
  fillers: 1417
run_status:
  status: "finished clean"
hold_path:
  worst_hold_path_type: "flip-flop to flip-flop"
flow_run:
  cap_viol_max_count: 0
  warning_count: 56
placement:
  portBuffers: 69
  dp_hpwl_um: 11700
  place_congestion: 0.888
final_timing:
  slew_violations: 0
  skew_ns: 0.00587
  worst_pin_slew_ns: 0.973
  period_minus_slack_ns: 4.39
  setup_violations: 0
  min_period_over_period_pct: 74.5
  hold_violations: 0
  grt_setup_unrepaired: "false"
  slew_headroom_pct: 34.9
  tns_ns: 0
  max_freq_mhz: 228
sequential cells by signal, summed over array words and instances, names as in the netlist:
name,count
_IRQ,1
mem,128
state,4
final cells by class:
| type | count | area, um^2 | share of cell area (%) |
|---|---|---|---|
| Sequential cell | 133 | 3940 | 46.4 |
| Multi-Input combinational cell | 408 | 2910 | 34.2 |
| Timing Repair Buffer | 86 | 808 | 9.51 |
| Clock buffer | 17 | 425 | 5.01 |
| Tap cell | 220 | 275 | 3.24 |
| Clock inverter | 15 | 120 | 1.41 |
| Inverter | 5 | 18.8 | 0.221 |
synth_stat cells (all sizes together), types with 2 or more instances:
| master | n |
|---|---|
| edfxtp | 128 |
| nor2 | 42 |
| clkbuf | 38 |
| nand2 | 37 |
| a21oi | 35 |
| mux4 | 32 |
| nand3 | 29 |
| o21ai | 26 |
| nor4 | 17 |
| and3 | 16 |
| nor3 | 15 |
| a21o | 14 |
| o31a | 13 |
| or2 | 10 |
| a31oi | 9 |
| o21a | 8 |
| or4 | 8 |
| a221oi | 6 |
| and2 | 6 |
| nand2b | 6 |
| or3 | 6 |
| xnor2 | 6 |
| a32oi | 5 |
| buf | 5 |
| dfxtp | 5 |
| inv | 5 |
| nand4 | 5 |
| xor2 | 4 |
| a211oi | 2 |
| a22oi | 2 |
| ha | 2 |
| o211a | 2 |
| o211ai | 2 |
| o41ai | 2 |
layer usage:
metal / part of all wire, % / up-vias
li1: - / 2389
met5: 0 / -
met1: 39 / 2531
met4: 1.3 / 0
met3: 11 / 20
met2: 48 / 289
cell families after synthesis:
kind of cell | Yosys count | synth area share, %
fa+ha+maj | 2 | 0.362
flops | 133 | 57.1
buf+inv | 48 | 2.73
xor+xnor | 10 | 1.27
other cells | 1 | 0.0543
mux | 34 | 10.7
compound gates | 133 | 12.8
simple gates | 201 | 15.0
stage by stage:
stage | cells | worst slack (ns) | cell area (um^2) | hold slack, ns
floorplan | 589 | 0.913 | 7010 | 0.426
global route | 884 | 1.33 | 8500 | 0.512
detailed placement | 852 | 1.38 | 7950 | 0.446
global placement | 852 | 1.38 | 7950 | 0.446
finish | 884 | 1.51 | 8500 | 0.456
CTS | 884 | 1.43 | 8500 | 0.461
critical path: cells and delay by family:
kind	cells	cell delay (ns)
mux	1	0.60
buf+inv	3	1.41
final timing paths:
path / start / slack, ns / cells after the start / to
max reg2reg: mem[2][14] / 2.57 / 6 / mem[2][12]
min reg2reg: state[3] / 0.46 / 2 / state[3]
min: state[3] / 0.46 / 2 / state[3]
max: ADDR[2] / 1.51 / 4 / Dout[31]
power by group through the flow:
stage     Combinational, mW  Clock, mW  Sequential, mW
4_1_cts               0.267      0.990            1.13
5_1_grt               0.287       1.03            1.14
6_report              0.265      0.974            1.13
Power is estimated from default activity; no workload was simulated.
