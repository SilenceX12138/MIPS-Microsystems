==> flow/design.v <==
`timescale 1ns / 1ps
module MD(clk,reset,MDOp,Start,IRQ,eret,A,B,Busy,HI,LO);
    input clk;
    input reset;
    input [31:0] MDOp;
    input Start;
	input IRQ;
	input eret;
    input [31:0] A;
    input [31:0] B;
    output reg Busy;
    output reg [31:0] HI;
    output reg [31:0] LO;
    integer i;
    reg [31:0] cal_HI;
    reg [31:0] cal_LO;
    initial
        begin
            Busy=0;
            i=0;
            HI=0;
            LO=0;
            cal_HI=0;
            cal_LO=0;
        end
    always @(posedge clk)
        begin
            Busy<=Busy;
            i<=i;
            HI<=HI;
            LO<=LO;
            cal_HI<=cal_HI;
            cal_LO<=cal_LO;
            if(reset)
                begin
                    Busy<=0;
                    i<=0;
                    HI<=0;
                    LO<=0;
                    cal_HI<=0;
                    cal_LO<=0;
                end
            else if(Start&&!IRQ&&!eret)
                begin
                    Busy<=1;
                    case(MDOp)
                        0:
                            begin
                                {cal_HI,cal_LO}<=$signed(A)+$signed(B);
                                i<=5;
                            end
                        1:
                            begin
                                {cal_HI,cal_LO}<=A+B;
                                i<=5;
                            end
                        2:
                            begin
                                cal_HI<=$signed(A)+$signed(B);
                                cal_LO<=$signed(A)+$signed(B);
                                i<=10;
                            end
                        3:
                            begin
                                cal_HI<=A+B;
                                cal_LO<=A+B;
                                i<=10;
                            end
						6:
							begin
								{cal_HI,cal_LO}<=$signed({HI,LO})+$signed(A)+$signed(B);
                                i<=5;
                            end
						7:
							begin
								{cal_HI,cal_LO}<=$signed({HI,LO})-$signed(A)+$signed(B);
                                i<=5;
                            end
						8:
							begin
								{cal_HI,cal_LO}<={HI,LO}+A+B;
                                i<=5;
							end
						9:
							begin
								{cal_HI,cal_LO}<={HI,LO}-A+B;
								i<=5;
							end
                    endcase
                end
            else if(!Busy&&!IRQ&&!eret)
                begin
                    case(MDOp)
                        4:HI<=A;
						5:LO<=A;
                    endcase
                end
            else if(Busy&&i!=1)i<=i-1;
            else if(i==1)
                begin
                    Busy<=0;
                    i<=0;
					HI<=cal_HI;
					LO<=cal_LO;
                end
        end
endmodule
==> flow/run.sh <==
#!/bin/bash
# OpenROAD 26Q1-2900-gdf79404cd8, Yosys 0.63+post, stock flow scripts
make -C /OpenROAD-flow-scripts/flow DESIGN_CONFIG=/design/flow/config.mk WORK_HOME=/design/flow/orfs finish
==> flow/config.mk <==
export PLATFORM = sky130hd
export DESIGN_NAME = MD
export DESIGN_NICKNAME = MD
export VERILOG_FILES = /design/flow/design.v
export SDC_FILE = /design/flow/constraint.sdc
export NUM_CORES = 4
export LEC_CHECK = 1
export CORE_UTILIZATION = 50
==> flow/constraint.sdc <==
current_design MD

set clk_period 18.7
set clk_io_pct 0.2

create_clock -name clk0 -period $clk_period [get_ports {clk}]

set non_clock_inputs [all_inputs -no_clocks]
set_input_delay [expr $clk_period * $clk_io_pct] -clock clk0 $non_clock_inputs
set_output_delay [expr $clk_period * $clk_io_pct] -clock clk0 [all_outputs]
==> highlights.md <==
CTS
- **insertion delay of the later-clocked pin in the worst-skew pair** 0.52 ns
- **H-tree Lvls** 4
- **cell at the root of the clock tree** clkbuf_16
- **TritonCTS clock tree** done
- **number of buffers inserted for hold repair after clock tree synthesis** 0
- **total setup buffers inserted after CTS** 0
- **Sink Count** 161
- **clock buffer depth** 2
- **number of clock buffers inserted by TritonCTS** 17
- **clock transition time at the flip-flop clock pins of the worst setup and hold paths** 0.08 ns
- **number of gates given a new drive strength after cts** 0

Synthesis
- **Synth Area in Simple Gates** 0.199
- **flip-flop and latch count after synthesis** 161
- **instance count of the mapped netlist** 3444
- **cell type contributing the most total cell area after synthesis** dfxtp_1
- **flip-flop cell with the highest count after synthesis** dfxtp_1
- **cell types with the largest area share after synthesis** dfxtp_1, ha_1, fa_1
- **number of different library cells in the post-synthesis netlist** 87
- **Synth Seq Share** 0.129
- **area fraction in compound gates after synthesis** 0.278
- **post-synthesis cell area** 25000 µm²
- **number of warnings reported in the yosys synthesis log** 1
- **Post-synth EDFFs** 0
- **Top non-seq family** AND-OR/OR-AND gates
- **Mux area share** 0.00486
- **post-synthesis share of cell area spent on full adders, half adders and majority gates** 0.229
- **Largest type area fraction** 0.129
- **area reported by Yosys stat** 25000 µm²
- **number of standard cells reported by yosys** 3444
- **Async SR Flop Fraction** 0
- **synthesized area per cell** 7.26 µm²
- **xor/xnor cell area share of the yosys netlist** 0.0736

Layout
- **MI comb area** 19600 µm²
- **relative area change from synthesis to final layout** 11.0%
- **fillers** 4414
- **leading cell type in the layout, fill and taps excluded** inv_1
- **share of layout cells above drive strength 1** 0.0370
- **Top Layout Cells** inv_1, nor2_1, a21oi_1, ha_1, nand2_1
- **footprint of the flip-flops and latches** 3220 µm²
- **final standard cell count with taps included and fillers excluded** 4173

Power and ir drop
- **maximum ir drop on the vdd rail** 72.5 µV
- **leakage power summed over all cells** 11.9 nW
- **total power divided by cell area** 81.9 nW/µm²

Setup path
- **nature of the critical path startpoint** input pin
- **peak fanout along the critical path** 27
- **kind of capture point of the worst setup path** flop
- **critical path required time** 19.08 ns
- **Worst setup startpoint** B[31]
- **critical path class** input pin to flop
- **Critical Path AT** 9.43 ns
- **source of the worst register-to-register timing path** LO[31]$_SDFFE_PP0P_

Routing
- **average detailed-routed wire length per instance** 26.4 µm
- **post-route DRC violation count** 0
- **total number of vias** 26.9k
- **ANT cells** 0
- **final antenna-violating net count** 0
- **router iterations before antenna repair** 7
- **number of DRC violations after detailed-routing iteration 0** 2716
- **per-cell via count in the routed design** 6.45
- **sum of routed wire length over all layers** 110000 µm

Final timing
- **maximum achievable frequency** 0.110 GHz
- **Max Clock Skew** 0.0200 ns
- **final tally of setup violations** 0
- **final clock period utilization by the worst path** 0.484
- **worst slew margin relative to its limit** 0.108
- **total negative slack for setup checks** 0 ns
- **number of hold violations in the final report** 0
- **setup repair after global routing missed its margin** false
- **crit path setup slack, layout** 9.65 ns
- **max-slew violation count** 0
- **min cycle time layout** 9.05 ns
- **slew of the pin with the lowest slew margin** 1.30 ns

Flow run
- **count of maximum capacitance violations** 0
- **number of warnings in the stage logs** 181

Floorplan
- **full die area** 50900 µm²
- **die extent in y** 226 µm
- **placeable core region** 49200 µm²
- **Row Count** 81
- **effective utilization at floorplan** 0.508
- **DIE WIDTH** 226 µm
- **number of top-level pins** 166

Placed design
- **pre-CTS worst setup slack** 9.35 ns
- **placer congestion estimate** 1.13
- **number of placed instances with taps included** 4141
- **number of buffers added on ports** 165
- **HPWL after detailed placement** 89900 µm

GRT
- **number of global-route vias before repair** 25.2k
- **initial antenna violation count** 2
- **largest net degree at the start of global routing** 65
- **Tot GR Track Use** 0.446
- **wire length of the first global-routing pass** 162000 µm
- **Congestion Overflow GR** 0

Worst hold path
- **Worst Min Path Start** cal_HI[18]$_SDFFE_PP0P_
- **class of the most critical hold timing path** flop to flop

Status
- **run status** completed

-- routing by layer --
| layer | track usage | routed length (µm) | up-vias |
|---|---|---|---|
| li1 | - | - | 12300 |
| met4 | 0.195 | 6330 | 4 |
| met5 | 0 | 20 | - |
| met1 | 0.622 | 44500 | 12600 |
| met2 | 0.594 | 42600 | 1768 |
| met3 | 0.209 | 16700 | 281 |
-- state kept, by name (all words and copies together), names as in the netlist --
signal and cells:
LO 32, cal_LO 32, Busy 1, cal_HI 32
HI 32, i 32
-- cells in the mapped netlist (13+ instances only) --
master	count
a2111oi_0	17
a211oi_1	134
a21o_1	63
a21oi_1	337
a221oi_1	33
a31oi_1	29
and2_1	15
and3_1	35
buf_2	13
clkbuf_1	149
dfxtp_1	161
fa_1	128
ha_1	252
inv_1	396
nand2_1	214
nand2b_1	16
nand3_1	71
nand4_1	85
nor2_1	376
nor2b_1	20
nor3_1	102
nor4_1	25
o211ai_1	25
o21a_1	28
o21ai_0	177
o21bai_1	52
o221ai_1	18
o22ai_1	18
or3_1	21
xnor2_1	145
xor2_1	65
-- metrics by stage --
step / hold WS (ns) / utilization / cell area [µm²] / power [W]
after global routing: 0.520 / 0.564 / 27700 / 0.00239
after CTS: 0.496 / 0.564 / 27700 / 0.00222
after global placement: 0.475 / 0.552 / 27100 / 0.00182
after floorplan: 0.469 / - / 25000 / 0.00136
final: 0.496 / 0.564 / 27700 / 0.00227
after detailed placement: 0.483 / 0.552 / 27100 / 0.00182
-- worst max-delay path: stages --
cell and delay [ns]:
clkdlybuf4s50_1 0.50, inv_4 0.42, fa_1 0.53, ha_1 0.45, nand4_1 0.26, o22ai_1 0.25, a2111oi_0 1.16, buf_4 0.26
o211ai_1 0.22, o211ai_1 0.44, and3_1 0.28, o21ai_0 0.11, xor2_1 0.18, a22oi_1 0.47, a31oi_1 0.15
-- cells by family (layout without fill, tap and decap cells) --
logic type      count (synthesis)  count (layout)
mux                            12              12
buf+inv                       570             635
simple gates                 1043            1043
fa+ha+maj                     380             380
flops                         161             161
compound gates               1068            1068
xor+xnor                      210             210
-- power breakdown --
part           switching, W  internal [W]
clock              0.000209      0.000184
combinational      0.000970      0.000522
sequential        0.0000264      0.000361
total               0.00121       0.00107
-- cell type report --
class / instances / area share
Multi-Input combinational cell: 2713 / 0.707
Sequential cell: 161 / 0.116
Timing Repair Buffer: 206 / 0.0704
Inverter: 397 / 0.0538
Tap cell: 664 / 0.0300
Clock buffer: 17 / 0.0153
Clock inverter: 15 / 0.00690
-- worst paths after layout --
check | slack [ns] | endpoint | cells after the start
max reg2reg | 13.15 | cal_HI[26]$_SDFFE_PP0P_ | 14
max | 9.65 | cal_HI[26]$_SDFFE_PP0P_ | 15
min | 0.50 | cal_HI[18]$_SDFFE_PP0P_ | 2
min reg2reg | 0.50 | cal_HI[18]$_SDFFE_PP0P_ | 2
Power is estimated from default activity; no workload was simulated.
